==> ./design.v <==
module ConcatMultAdd(X, h_in, W0, W1, b, out);	
	parameter DATA_WIDTH = 16;
	parameter FRACT_WIDTH = 8;
	input signed [DATA_WIDTH-1:0] X, h_in;
	input signed [DATA_WIDTH-1:0] W0, W1, b;
	output signed [DATA_WIDTH-1:0] out;
	wire signed [DATA_WIDTH+DATA_WIDTH-1:0] p1,p2;
	assign p1 = (W0*X)>>>FRACT_WIDTH; 
	assign p2 = (W1*h_in)>>>FRACT_WIDTH;
	assign out = p1 + p2 + b;
endmodule
module lstm_cell(c_in, h_in, X, c_out, h_out);
	parameter DATA_WIDTH = 16;
	parameter FRACT_WIDTH = 8;
	input signed [DATA_WIDTH-1:0] c_in , h_in ;
	input signed [DATA_WIDTH-1:0] X;
	wire signed [DATA_WIDTH-1:0] Wf0, Wf1, Wi0, Wi1, Wc0, Wc1, Wo0, Wo1;
	wire signed [DATA_WIDTH-1:0] bf, bi, bc ,bo;
	assign Wf0=16'h0101;
	assign Wf1=-16'h0101;
	assign Wi0=16'h0101;
	assign Wi1=16'h0101;
	assign Wc0=-16'h0101;
	assign Wc1=16'h0101;
	assign Wo0=16'h0101;
        assign Wo1=-16'h0111;
	assign bf=16'h0101;
	assign bi=-16'h0101;	
	assign bc=-16'h0111;
        assign bo=16'h0101;
	output wire signed [DATA_WIDTH-1:0] c_out, h_out;
	wire signed [DATA_WIDTH-1:0] f, i, iw, ct, cw, ot, out, c_act;
	wire signed [DATA_WIDTH + DATA_WIDTH - 1:0] z1, z2, z3;
	ConcatMultAdd A1(X, h_in, Wf0, Wf1, bf, f);
	ConcatMultAdd A2(X, h_in, Wi0, Wi1, bi, iw);
	sigmoid S1(iw, i);
	ConcatMultAdd A3(X, h_in, Wc0, Wc1, bc, cw);
	tanh T1(cw, ct);
	assign z1 = (f*c_in)>>>FRACT_WIDTH;
	assign z2 = (i*ct)>>>FRACT_WIDTH;
	assign c_out = z1 + z2;
	ConcatMultAdd A4(X, h_in, Wo0, Wo1, bo, ot);
	sigmoid S2(ot,out);
	tanh T2(c_out,c_act);
	assign z3 = (out*c_act)>>>FRACT_WIDTH;
	assign h_out = z3;
endmodule
module sigmoid(X,Y);
	parameter DATA_WIDTH = 16;
	parameter FRACT_WIDTH = 8;
	input signed [DATA_WIDTH-1:0] X;
	output wire signed [DATA_WIDTH-1:0] Y;
	wire signed [DATA_WIDTH-1:0] s1;
	assign s1 = X+16'h0200; 
	assign Y = (X[DATA_WIDTH-1]) ? (
		(X < -16'h0200)? 16'h0000 : (s1>>>2) ) 
		: ( (X>16'h0200) ? 16'h0100: (s1>>>2) );
endmodule
module tanh(X,Y);
	parameter DATA_WIDTH = 16;
	parameter FRACT_WIDTH = 8;
	input signed [DATA_WIDTH-1:0] X;
	output wire signed [DATA_WIDTH-1:0] Y;
	assign Y = (X[DATA_WIDTH-1]) ? (
		(X < -16'h0100)? -16'h0100 : X )
		: ( (X>16'h0100) ? 16'h0100: X );
endmodule
==> ./run.sh <==
#!/bin/bash
# OpenROAD 26Q1-2900-gdf79404cd8, Yosys 0.63+post, stock flow scripts
make -C /OpenROAD-flow-scripts/flow DESIGN_CONFIG=/design/flow/config.mk WORK_HOME=/design/flow/orfs finish
==> ./config.mk <==
export PLATFORM = sky130hd
export DESIGN_NAME = lstm_cell
export DESIGN_NICKNAME = lstm_cell
export VERILOG_FILES = /design/flow/design.v
export SDC_FILE = /design/flow/constraint.sdc
export NUM_CORES = 4
export LEC_CHECK = 1
export CORE_UTILIZATION = 30
==> ./constraint.sdc <==
current_design lstm_cell

set clk_period 40.5
set clk_io_pct 0.2

create_clock -name clk0 -period $clk_period

set non_clock_inputs [all_inputs -no_clocks]
set_input_delay [expr $clk_period * $clk_io_pct] -clock clk0 $non_clock_inputs
set_output_delay [expr $clk_period * $clk_io_pct] -clock clk0 [all_outputs]
==> run notes <==
run metrics: drt total wl between 80000 and 90000 um, slowest CP cell clkdlybuf4s50_1, via count roughly 26k, min cycle time layout 38940 ps, gr ovfl total 0, Final Hold Vio Count 0, most frequent cell after synthesis inv_1, biggest area cells fa_1 (42%), ha_1 (20%), inv_1 (11%), xnor2_1 (3.9%), nor2_1 (2.9%), GRT Total Usage between 10% and 20%, Synth cell types between 90 and 100, fin cells around 6k, CP Capture Type primary output, Hold WS 18630 ps, Post-DRT Antenna Nets 0, top cells by count inv_1 (1093), fa_1 (781), ha_1 (584), Yosys top cell by area fa_1, final RePlAce weighted congestion around 0.92, Ports roughly 80, FP Util a little under a third, share of cells above drive strength 1 3.23%, antenna violations before repair 1, YS chip area about 37000 um^2, Row Count 128, WHS Endpoint c_out[15], Ys Warns 0, Inst Count DP 5860, CP Launch Type input pin, sequential cell count 0, Tool Warnings approximately 52, Comb area around 33000 um^2, Setup-failing EPs final 0, Setup TNS 0 ps, post-synthesis cell count about 4.1k, # clk buffers 0, drc violations 0, register area share after synthesis 0%, vias in the first global route around 28k, chip height about 350 um, Top cell area share 42.2%, WHS Path Cells 10, TritonRoute pass-1 iters 5, CP max stage delay approximately 620 ps, core area around 120000 um^2, post-DR wirelength/cell ~15 um, mapped cell area between 30000 and 40000 um^2, port bufs ~80, CTS Hold Bufs 0, Worst Path Max Fanout between 40 and 50, Crit Path Class in -> out, Filler cells roughly 13k, pin count of the biggest net entering global routing about 57, Yosys Instances 4142, Least-Margin Pin Slew between 900 and 1000 ps, crit share post-route slightly below 100%, Hold Crit Start c_in[7], area growth from synthesis to layout 8.43%, Max Slew Vio Count 0, first-pass GRT wire length between 100000 and 150000 um, Hold WC Path Type in -> out, fmax around 26 MHz, critical path required time 32400 ps, WP data arrival slightly above 30000 ps, max-cap viol count 0, crit-path most repeated cell fa_1, Via-to-Cell Ratio 4.46, Detailed Route Iter0 Violations a little over 1k, status completed, Die X between 300 and 400 um, Die Size between 100000 and 150000 um^2, RSZ-0062 raised after global routing false, Final WS setup ~1600 ps, Slew headroom slightly below 40%, Synth Area per Inst around 8.9 um^2, antenna diode count 0, Flop area 0 um^2, setup slack at placement about 1000 ps, half-perimeter wire length after detailed placement around 77000 um
-- area by class of cell --
type	count	area share, %
repair buffers	131	2.96
well taps	1625	5.06
multi-input cells	3011	81.7
inverters	1094	10.2
-- stage by stage --
| step | area [um^2] | util (%) |
|---|---|---|
| 3_3_place_gp | 40100 | 32.9 |
| 2_1_floorplan | 37200 | - |
| 3_5_place_dp | 40100 | 32.9 |
| 6_report | 40200 | 32.9 |
| 4_1_cts | 40100 | 32.9 |
| 5_1_grt | 40200 | 32.9 |
-- worst max-delay path by stage --
stage                 startpoint   endpoint  cells past startpoint
final                       X[5]  h_out[15]                     98
after global routing        X[5]  h_out[15]                     98
after CTS                   X[8]  h_out[15]                     99
-- layout by cell type, fill, tap and decap left out, types with 36 or more instances in the layout --
master              n
a21o_1             59
a21oi_1           102
and2_1             84
buf_4              50
clkdlybuf4s50_1    77
conb_1             48
fa_1              781
ha_1              584
inv_1            1093
nand2_1           228
nand2b_1           68
nor2_1            289
nor2b_1            43
nor3_1             56
o21a_1             36
o21ai_0            66
or2_2              50
xnor2_1           165
xor2_1             55
-- per-layer routing --
layer  GRT usage, %  share of wire, %  up-vias
li1               -                 -    12800
met1           20.4                43    12600
met2           24.0                47      668
met3           4.90               8.0       65
met4           2.58               2.2        2
met5              0             0.019        -
-- what timing repair did --
action	4_1_cts	5_1_grt
setup endpoints to repair	0	9
hold endpoints to repair	0	0
setup buffers	0	1
gates resized	0	12
-- worst max-delay path, delay by kind of cell --
| kind | cells | cell delay [ps] |
|---|---|---|
| AND-OR/OR-AND | 29 | 5240 |
| XOR/XNOR | 6 | 990 |
| adder cells (fa/ha/maj) | 23 | 9930 |
| buffers and inverters | 18 | 2630 |
| multiplexers | 2 | 510 |
| AND/OR/NAND/NOR | 20 | 3380 |
-- cells by family (layout without fill, tap and decap cells) --
logic type                 count (synthesis)  after routing  synth area share (%)
other                                      2             48                0.0203
xor gates and xnor gates                 230            230                  5.75
AOI/OAI and AO/OA                        418            418                  7.75
and+or+nand+nor                          944            944                  12.4
adders and majority gates               1365           1365                  62.0
muxes                                      6              6                 0.179
buffers and inverters                   1177           1225                  12.0
